## /design/flow/design.v

```verilog
module pipe_id_mex (
	input clock,
    input flush,
    input [7:0] ID_branch_val,
    input [7:0] ID_jmp_val,
	input [7:0] ID_reg_val1,
    input [7:0] ID_reg_val2,
    input [3:0] ID_imm_val,
    input [1:0] ID_read_addr1,
    input [2:0] ID_read_addr2,
    input [3:0] ID_alu_func,
    input [2:0] ID_alu_spec_func,
    input [2:0] ID_write_addr,
    input ID_alu_src,
    input ID_mem_write, 
    input ID_mem_read, 
    input ID_branch_ctrl, 
    input ID_reg_write,
    input ID_done_ctrl, 
    input ID_jmp_ctrl,
    output reg MEX_branch_ctrl, 
    output reg MEX_done_ctrl, 
    output reg MEX_jmp_ctrl,
    output reg MEX_reg_write,
	output reg [7:0] MEX_branch_val,
    output reg [7:0] MEX_jmp_val,
    output reg [2:0] MEX_write_addr,
    output reg [2:0] MEX_read_addr1,
    output reg [2:0] MEX_read_addr2,
    output reg MEX_alu_src,
    output reg [7:0] MEX_reg_val1,
    output reg [7:0] MEX_reg_val2,
    output reg [3:0] MEX_imm_val,
    output reg [3:0] MEX_alu_func,
    output reg [2:0] MEX_alu_spec_func,
    output reg MEX_mem_write, 
    output reg MEX_mem_read 
);
reg [7:0] reg_val1;
reg [7:0] reg_val2;
reg [7:0] branch_val;
reg [7:0] jmp_val;
reg [3:0] imm_val;
reg [2:0] read_addr1;
reg [2:0] read_addr2;
reg [2:0] write_addr;
reg [3:0] alu_func;
reg [2:0] alu_spec_func;
reg alu_src;
reg mem_write; 
reg mem_read;
reg reg_write;
reg branch_ctrl; 
reg done_ctrl;
reg jmp_ctrl;
always @(negedge clock) begin
    reg_val1 <= ID_reg_val1;
    reg_val2 <= ID_reg_val2;
    read_addr1[2] <= 0;
    read_addr1[1:0] <= ID_read_addr1;
    read_addr2 <= ID_read_addr2;
    branch_val <= ID_branch_val;
    jmp_val <= ID_jmp_val;
    write_addr <= ID_write_addr;
    imm_val <= ID_imm_val;
    alu_func  <= ID_alu_func;
    alu_spec_func <= ID_alu_spec_func;
    alu_src <= ID_alu_src;
    mem_write <= ID_mem_write;
    mem_read  <= ID_mem_read;
    reg_write <= ID_reg_write;
    branch_ctrl  <= ID_branch_ctrl;
    done_ctrl <= ID_done_ctrl;
    jmp_ctrl <= ID_jmp_ctrl;
end
always @(posedge clock) begin
    if(flush) begin
        MEX_reg_val1 <= 8'bxxxxxxxx;
        MEX_reg_val2 <= 8'bxxxxxxxx;
        MEX_branch_val <= 8'bxxxxxxxx;
        MEX_jmp_val <= 8'bxxxxxxxx;
        MEX_imm_val <= 8'bxxxxxxxx;
        MEX_read_addr1 <= 3'bxxx;
        MEX_read_addr2 <= 3'bxxx;
        MEX_write_addr <= 3'bxxx;
        MEX_alu_func  <= 4'bxxxx;
        MEX_alu_spec_func <= 3'bxxx;
        MEX_alu_src <= 2'bxx;
        MEX_mem_write <= 1'bx;
        MEX_mem_read  <= 1'bx;
        MEX_reg_write <= 1'bx;
        MEX_branch_ctrl  <= 1'bx;
        MEX_done_ctrl <= 1'bx;
        MEX_jmp_ctrl <= 1'bx;
    end
    else begin
        MEX_reg_val1 <= reg_val1;
        MEX_reg_val2 <= reg_val2;
        MEX_branch_val <= branch_val;
        MEX_jmp_val <= jmp_val;
        MEX_imm_val <= imm_val;
        MEX_read_addr1 <= read_addr1;
        MEX_read_addr2 <= read_addr2;
        MEX_write_addr <= write_addr;
        MEX_alu_func  <= alu_func;
        MEX_alu_spec_func <= alu_spec_func;
        MEX_alu_src <= alu_src;
        MEX_mem_write <= mem_write;
        MEX_mem_read  <= mem_read;
        MEX_reg_write <= reg_write;
        MEX_branch_ctrl  <= branch_ctrl;
        MEX_done_ctrl <= done_ctrl;
        MEX_jmp_ctrl <= jmp_ctrl;
    end
end
endmodule
```

## /design/flow/run.sh

```bash
#!/bin/bash
# OpenROAD 26Q1-2900-gdf79404cd8, Yosys 0.63+post, stock flow scripts
make -C /OpenROAD-flow-scripts/flow DESIGN_CONFIG=/design/flow/config.mk WORK_HOME=/design/flow/orfs finish
```

## /design/flow/config.mk

```make
export PLATFORM = sky130hd
export DESIGN_NAME = pipe_id_mex
export DESIGN_NICKNAME = pipe_id_mex
export VERILOG_FILES = /design/flow/design.v
export SDC_FILE = /design/flow/constraint.sdc
export NUM_CORES = 4
export LEC_CHECK = 1
export CORE_UTILIZATION = 30
```

## /design/flow/constraint.sdc

```tcl
current_design pipe_id_mex

set clk_period 1.0
set clk_io_pct 0.2

create_clock -name clk0 -period $clk_period [get_ports {clock}]

set non_clock_inputs [all_inputs -no_clocks]
set_input_delay [expr $clk_period * $clk_io_pct] -clock clk0 $non_clock_inputs
set_output_delay [expr $clk_period * $clk_io_pct] -clock clk0 [all_outputs]
```

==> results.yml <==
# physical design summary
run_status:
  outcome: "complete, but fails checks"
  violations: "negative setup slack"
synth:
  yosysUniqueCellTypes: 4
  top_area_share_pct: 99.36
  synth_area_leader_cell: "dfxtp_1"
  synth_cells: 119
  yosysWarnings: 1
  edf_count: 0
  synth_area_per_cell_um2: 19.64
  synth.cell_area_um2: 2337
  common_cells: "116 x dfxtp_1, 1 x buf_4, 1 x conb_1, 1 x inv_1"
  seq_area_frac_synth_pct: 99.36
  ys_cells: 119
  async_reset_ff_share_pct: 0
  ys.flops: 116
  ys_area_um2: 2337
  ys.flop_type: "dfxtp_1"
  area_leaders: "dfxtp_1 99%, buf_4 0.32%, conb_1 0.16%"
  synth.most_common_cell: "dfxtp_1"
min_path:
  min_path_cells: 1
  hp-class: "input pin to register"
  hold_end: "alu_spec_func[2]"
  worstHoldStart: "ID_alu_spec_func[2]"
floorplanning:
  dieArea_um2: 8148
  num_rows: 31
  fp_util_pct: 31.55
  coreArea_um2: 7408
  die_w_um: 90.27
  die_h_um: 90.27
  ios: 119
global_routing:
  grt_pass1_vias: 1455
  grt_max_degree: 17
  antenna_found_initial: 0
  overflow: 0
  grt_pass1_wl_um: 6382
  grtUsageTotal_pct: 10.52
routing:
  drt_iter0_markers: 13
  wl_um: 3947
  avgRoutedWirePerCell_um: 9.353
  dr.pass1.iters: 4
  ant_nets: 0
  viasPerCell: 3.434
  drc: 0
  antennaDiodeCount: 0
  vias: 1449
sta:
  skew_ns: 0.02185
  setup_viol: 58
  clock.fmax_mhz: 897.2
  timing.final.crit_share_pct: 111.5
  fin_ws_ns: -0.1146
  tns_ns: -5.044
  rsz0062_at_grt: "true"
  report.final.slew_viol_count: 0
  min_period_ns: 1.115
  hold_viol: 0
place:
  dp_hpwl_um: 2699
  io_buffer_count: 116
  dpl_cell_area_um2: 3615
  gp_congestion: 0.7311
clock_network:
  clk_pin_slew_ns: 0.06
  clockBufferDepth: 2
  root_buffer: "clkbuf_8"
  cts.hold.buffers_added: 0
  numCtsBuffers: 17
  htree_levels: 4
  cts.sinks: 116
  cts_tree: "done"
  insertion_delay_ns: 0.49
critical_path:
  cp_slowest_stage_delay_ns: 0.32
  r2r_setup_slack_ns: 0.12
  end_kind: "output port"
  slowest_stage: "dfxtp_2"
  crit_family: "flip-flops"
  crit_chain: "buf_2"
  cp-start-kind: "register"
  critPathKind: "register to output port"
  crit_cells: 1
  critPathArrivalTime_ns: 0.91
  rr_worst_depth: 0
  path_buffers: 1
  timing.rr.end: "MEX_alu_spec_func[2]"
  r2r_start: "alu_spec_func[2]"
  worstPathMaxFanout: 1
  critPathRequiredTime_ns: 0.80
power:
  p_per_area_nw_per_um2: 2939
  p_leak_nw: 2.052
  ir_drop_mv: 1.634
layout:
  fin_util_pct: 56.34
  fin_area_um2: 4174
  areaGrowthSynthToFinish_pct: 78.59
  drive_gt1_share_pct: 30.03
  comb_area_um2: 3.754
  n_fill_cell: 595
  regArea_um2: 2331
run:
  tool_warnings: 86
  maxCapViolations: 0
flip-flops by register name, summed over array words and instances, names as in the netlist, 2 cells and up:
register and count:
MEX_branch_val 8, MEX_jmp_val 8, MEX_reg_val1 8, MEX_reg_val2 8, branch_val 8, jmp_val 8
reg_val1 8, reg_val2 8, MEX_alu_func 4, MEX_imm_val 4, alu_func 4, imm_val 4
MEX_alu_spec_func 3, MEX_read_addr2 3, MEX_write_addr 3, alu_spec_func 3, read_addr2 3, write_addr 3
MEX_read_addr1 2, read_addr1 2
what timing repair did:
item / CTS / global route
gates resized: 179 / 3
buffers inserted: 0 / 0
setup endpoints to repair: 58 / 58
layout make-up:
type | instances | share of cell area, %
tap | 99 | 2.968
multi-input combinational | 1 | 0.08993
clock inverter | 72 | 9.712
timing repair buffer | 116 | 20.86
sequential | 116 | 55.85
clock buffer | 18 | 10.52
routing by layer:
layer	track usage [%]	wire length (um)	vias to the layer above
li1	-	-	750
met4	1.613	44	0
met5	0	0	-
met3	8.291	597	5
met2	14.63	1599	84
met1	13.40	1705	610
cells by family (layout without fill, tap and decap cells):
| kind of cell | Yosys count | count (layout) | synth area share, % |
|---|---|---|---|
| DFF | 116 | 116 | 99.36 |
| other | 1 | 1 | 0.1604 |
| buffers and inverters | 2 | 206 | 0.4818 |
worst max-delay path by stage:
stage	startpoint	end
4_1_cts	MEX_jmp_val[2]	MEX_jmp_val[2]
6_report	MEX_jmp_val[2]	MEX_jmp_val[2]
5_1_grt	MEX_branch_val[7]	MEX_branch_val[7]
power breakdown:
part	total, W	leakage (nW)	internal, W	switching [W]
logic	0.000315	0.458	0.000269	0.0000456
clock network	0.00701	0.615	0.00433	0.00268
registers	0.00494	0.979	0.00490	0.0000462
total	0.0123	2.05	0.00949	0.00278
cell usage in the layout, fill, tap and decap left out:
master           instances
clkdlybuf4s50_1         58
clkbuf_16               17
dfxtp_1                109
buf_2                   58
clkinv_4                 4
bufinv_16                3
inv_1                   58
inv_6                    4
dfxtp_2                  7
inv_8                    2
clkinvlp_2               1
clkbuf_8                 1
conb_1                   1
metrics by stage:
| stage | setup slack, ns | cells | hold WS, ns | power, W |
|---|---|---|---|---|
| after floorplan | 0.1200 | 119 | 0.4585 | 0.005344 |
| after global placement | -0.2848 | 333 | 0.8097 | 0.005817 |
| after detailed placement | -0.2772 | 333 | 0.8121 | 0.005818 |
| after CTS | -0.1489 | 422 | 0.6424 | 0.01245 |
| after global routing | -0.1669 | 422 | 0.6328 | 0.01297 |
| final | -0.1146 | 422 | 0.6589 | 0.01227 |
Power and IR drop assume default switching activity.
