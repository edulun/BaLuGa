<file path="design.v">
module single_port_ram_with_init
#(parameter ADDR_WIDTH=8)
(
	input [7:0] data,
	input [(ADDR_WIDTH-1):0] addr,
	input writemem, readmem, clk,
	output [7:0] q
);
	reg [7:0] ram[2**ADDR_WIDTH-1:0];
	reg [ADDR_WIDTH-1:0] addr_reg;
	initial 
	begin
		ram[1] = 8'd93;
		ram[2] = 8'd157;
		ram[32] = 8'h12;
		ram[33] = 8'h56;
		ram[34] = 8'h9a;
		ram[35] = 8'hde;
		ram[36] = 8'hff;
		ram[37] = 8'hf0;
		ram[38] = 8'h13;	
		ram[39] = 8'h24;	
		ram[40] = 8'h78;	
		ram[41] = 8'h23;	
		ram[42] = 8'hbe;	
		ram[43] = 8'hde;	
		ram[44] = 8'hef;	
		ram[45] = 8'hfe;	
		ram[46] = 8'h0f;	
		ram[47] = 8'hf0;
		ram[48] = 8'hb0;
		ram[49] = 8'h34;
		ram[50] = 8'h78;
		ram[51] = 8'hbc;
		ram[52] = 8'h03;
		ram[53] = 8'hcf;
		ram[54] = 8'h8b;	
		ram[55] = 8'h47;	
		ram[56] = 8'h05;	
		ram[57] = 8'h16;	
		ram[58] = 8'h27;	
		ram[59] = 8'h38;	
		ram[60] = 8'h34;	
		ram[61] = 8'h36;	
		ram[62] = 8'h38;	
		ram[63] = 8'haa;
		ram[64] = 8'h56;
		ram[65] = 8'h9a;
		ram[66] = 8'hde;
		ram[67] = 8'hff;
		ram[68] = 8'hf0;
		ram[69] = 8'h13;	
		ram[70] = 8'h24;	
		ram[71] = 8'h78;	
		ram[72] = 8'h23;	
		ram[73] = 8'hbe;	
		ram[74] = 8'hde;	
		ram[75] = 8'hbe;	
		ram[76] = 8'hfe;	
		ram[77] = 8'hfa;	
		ram[78] = 8'hf0;
		ram[79] = 8'hb0;
		ram[80] = 8'h34;
		ram[81] = 8'h78;
		ram[82] = 8'hbc;
		ram[83] = 8'h03;
		ram[84] = 8'hcf;
		ram[85] = 8'h8b;	
		ram[86] = 8'h47;	
		ram[87] = 8'h05;	
		ram[88] = 8'h16;	
		ram[89] = 8'h27;	
		ram[90] = 8'h38;	
		ram[91] = 8'h34;	
		ram[92] = 8'h36;	
		ram[93] = 8'h38;	
		ram[94] = 8'haa;
		ram[95] = 8'h47;
		ram[128] = 8'd2;
		ram[129] = 8'd0;
		ram[130] = 8'd33;
		ram[131] = 8'd63;
		ram[132] = 8'd18;
		ram[133] = 8'd23;		
		ram[134] = 8'd52;
		ram[135] = 8'd28;
		ram[136] = 8'd9;
		ram[137] = 8'd8;
		ram[138] = 8'd6;
		ram[139] = 8'd5;
		ram[140] = 8'd4;
		ram[141] = 8'd3;
		ram[142] = 8'd2;
		ram[143] = 8'd1;		
		ram[144] = 8'd0;
		ram[145] = 8'd42;
		ram[146] = 8'd45;
		ram[147] = 8'd47;
		ram[148] = 8'd62;
		ram[149] = 8'd63;
		ram[150] = 8'd5;
		ram[151] = 8'd5;
		ram[152] = 8'd5;
		ram[153] = 8'd6;		
		ram[154] = 8'd6;
		ram[155] = 8'd42;
		ram[156] = 8'd22;
		ram[157] = 8'd33;
		ram[158] = 8'd11;
		ram[159] = 8'd55;
		ram[160] = 8'd44;
		ram[161] = 8'd19;
		ram[162] = 8'd20;
		ram[163] = 8'd21;		
		ram[164] = 8'd43;
		ram[165] = 8'd41;
		ram[166] = 8'd42;
		ram[167] = 8'd0;
		ram[168] = 8'd23;
		ram[169] = 8'd46;
		ram[170] = 8'd5;
		ram[171] = 8'd28;
		ram[172] = 8'd51;
		ram[173] = 8'd10;		
		ram[174] = 8'd33;
		ram[175] = 8'd56;
		ram[176] = 8'd15;
		ram[177] = 8'd38;
		ram[178] = 8'd61;
		ram[179] = 8'd20;
		ram[180] = 8'd63;
		ram[181] = 8'd62;
		ram[182] = 8'd61;
		ram[183] = 8'd60;		
		ram[184] = 8'd11;
		ram[185] = 8'd23;
		ram[186] = 8'd7;
		ram[187] = 8'd13;
		ram[188] = 8'd21;
		ram[189] = 8'd5;
		ram[190] = 8'd44;
		ram[191] = 8'd33;
	end 
	always @ (posedge clk)
	begin
		if (writemem)
			ram[addr] <= data;
	end
	assign q = (readmem)? ram[addr] : 8'bxxxxxxxx;
endmodule
</file>
<file path="config.mk">
export PLATFORM = sky130hd
export DESIGN_NAME = single_port_ram_with_init
export DESIGN_NICKNAME = single_port_ram_with_init
export VERILOG_FILES = /design/flow/design.v
export SDC_FILE = /design/flow/constraint.sdc
export NUM_CORES = 4
export LEC_CHECK = 1
export CORE_UTILIZATION = 50
</file>
<file path="constraint.sdc">
current_design single_port_ram_with_init

set clk_period 17.5
set clk_io_pct 0.2

create_clock -name clk0 -period $clk_period [get_ports {clk}]

set non_clock_inputs [all_inputs -no_clocks]
set_input_delay [expr $clk_period * $clk_io_pct] -clock clk0 $non_clock_inputs
set_output_delay [expr $clk_period * $clk_io_pct] -clock clk0 [all_outputs]
</file>
<file path="run.sh">
#!/bin/bash
# OpenROAD 26Q1-2900-gdf79404cd8, Yosys 0.63+post, stock flow scripts
make -C /OpenROAD-flow-scripts/flow DESIGN_CONFIG=/design/flow/config.mk WORK_HOME=/design/flow/orfs finish
</file>
==> reports/qor.yml <==
finalSetupViolCount: 0
yosysUniqueCellTypes: 21
finalSetupTns_ns: 0
first_pass_iters: 6
cts_max_level: 4
fmax_ghz: 0.0783
relSlewSlack_pct: 16.3
hold_buffers: 0
path_max_fanout: 46
rsz0062_at_grt: "false"
core_um2: 155000
syn_area_um2: 78300
path_clk_slew_ns: 0.06
ios: 27
yosysWarnings: 1
path_class: "in -> out"
antenna_found_initial: 4
layout-drive-gt1-share_pct: 24.7
synth_cells: 3539
warning_count: 27
yosys_area_um2: 78300
die_x_um: 398
ys_ff: 2048
final-comb-area_um2: 15800
synth_seq_share_pct: 78.5
flop_area_um2: 61500
p_total_w: 0.0100
setup.worst_path.start_class: "input pin"
routed_wl_um: 184000
ir_drop_uv: 98.2
grt_max_degree: 97
fillCellCount: 10700
cp_data_arrival_time_ns: 9.27
cp-endpoint: "q[1]"
grt_pass1_vias: 41700
status: "finished, final reports clean"
cts_num_sinks: 2048
largest_reg_flops: 2048
final-hold-violation-count: 0
wl_per_cell_um: 31.3
cts-root-buf: "clkbuf_16"
avgSynthCellArea_um2: 22.1
power.density_nw_per_um2: 115
ant_nets: 0
area_growth_pct: 11.8
ys_cells: 3539
period_minus_slack_ns: 12.77
track_usage_pct: 27.0
worst_slew_pin_slew_ns: 1.24
via_per_inst: 6.23
post-cts-setup-buffers: 0
post_cts_resized: 0
numCtsBuffers: 197
drv_slew: 0
port_buffers: 25
critPathLaunch: "addr[0]"
largest_register: "ram"
chipHeight_um: 398
fp_util_pct: 50.6
die_area_um2: 158000
maxCapViolations: 0
fin_crit_sh_pct: 73.0
place.detailed.hpwl_um: 109000
hp-class: "in -> reg"
gp_congestion: 0.865
cp-end-kind: "primary output"
drt_iter0_markers: 2361
top_regs: "ram x2048"
overflow: 0
via_count: 36600
required_ns: 14.00
cts_tree: "built"
p_leak_nw: 26.5
row_count: 144
drc_errors: 0
cts_buffer_depth: 3
grt_pass1_wl_um: 271000
-- per-stage QoR --
stage | util [%] | area, um^2 | setup slack, ns | instances | hold slack, ns
after floorplan | - | 78300 | 8.76 | 3539 | 3.60
after global placement | 52.5 | 81200 | 4.67 | 5517 | 4.04
after detailed placement | 52.5 | 81200 | 4.60 | 5517 | 4.07
after CTS | 56.6 | 87600 | 4.58 | 5873 | 3.19
after global routing | 56.6 | 87600 | 4.29 | 5873 | 3.25
final | 56.6 | 87600 | 4.73 | 5876 | 3.25
-- critical path, stage by stage --
cell and delay [ns]:
buf_8 0.43, buf_4 0.67, buf_4 0.61, buf_4 0.63
mux4_2 0.59, a22oi_1 0.30, a21oi_1 0.21, o41ai_1 1.10
buf_4 0.25, nand4_1 0.30, clkdlybuf4s50_1 0.53
-- cell type report --
| type | instances | area share [%] |
|---|---|---|
| timing repair buffer | 166 | 1.60 |
| inverter | 1 | 0.00429 |
| clock inverter | 116 | 1.34 |
| clock buffer | 240 | 5.93 |
| multi-input combinational | 1258 | 18.0 |
| sequential | 2048 | 70.2 |
| tap | 2044 | 2.92 |
| antenna | 3 | 0.00857 |
-- how the worst min path moves through the flow --
stage,slack (ns),from,endpoint,cells after the start
CTS,3.19,data[6],ram[102][6]$_DFFE_PP_,1
global route,3.25,data[6],ram[102][6]$_DFFE_PP_,1
finish,3.25,data[6],ram[102][6]$_DFFE_PP_,1
-- metal layers --
layer	wire [um]	track usage [%]	share of wire, %
met3	32400	21.1	18
met5	178	1.24	0.097
met2	86900	38.0	47
met1	59500	35.8	32
met4	5100	5.98	2.8
-- layout by cell type (no fill, tap or decap), types with 3 or more instances in the layout --
master and instances:
edfxtp_1 2048, mux4_2 512, a22oi_1 256, nor2_1 231
clkbuf_16 202, buf_4 137, a21oi_1 128, clkinv_1 41
clkinv_2 39, clkbuf_1 38, o41ai_1 32, nor3_1 30
nand2_1 28, bufinv_16 24, clkdlybuf4s50_1 15, nand3_1 13
nand4_1 8, clkbuf_8 8, clkinvlp_4 7, nand2b_1 6
nor2b_1 5, buf_12 4, diode_2 3, inv_6 3
-- power by group --
part | switching (W) | internal, W | total, W
logic | 0.000294 | 0.000154 | 0.000449
clock network | 0.00172 | 0.00245 | 0.00417
registers | 0.00000227 | 0.00541 | 0.00541
total | 0.00202 | 0.00801 | 0.0100
-- cells in the mapped netlist --
cell type / number / area, um^2
inv_1: 1 / 3.75
nand4_1: 8 / 50.1
nand2_1: 28 / 105
or2_2: 2 / 12.5
buf_2: 36 / 180
nand3_1: 13 / 65.1
mux4_2: 512 / 11500
o41ai_1: 32 / 280
nor3_1: 30 / 150
a22oi_1: 256 / 1920
buf_4: 16 / 120
or3_1: 1 / 6.26
a21oi_1: 128 / 641
clkbuf_1: 145 / 544
buf_1: 19 / 71.3
and2_1: 3 / 18.8
nand2b_1: 6 / 37.5
nor2_1: 232 / 871
buf_6: 16 / 180
nor2b_1: 7 / 43.8
edfxtp_1: 2048 / 61500
-- cell families (layout without fill, tap and decap cells) --
kind of cell / Yosys count / after routing / share of synthesized area, %
other: 0 / 3 / 0
AND/OR/NAND/NOR: 330 / 330 / 1.74
AND-OR/OR-AND: 416 / 416 / 3.63
flip-flops: 2048 / 2048 / 78.5
multiplexers: 512 / 512 / 14.7
buffers and inverters: 233 / 523 / 1.40
Power figures rest on the tool's default switching activity, not on a simulated workload.
